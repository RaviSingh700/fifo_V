--- design/flow/config.mk ---
export PLATFORM = sky130hd
export DESIGN_NAME = fifo
export DESIGN_NICKNAME = fifo
export VERILOG_FILES = /design/flow/design.v
export SDC_FILE = /design/flow/constraint.sdc
export NUM_CORES = 4
export LEC_CHECK = 1
export CORE_UTILIZATION = 50
--- design/flow/constraint.sdc ---
current_design fifo

set clk_period 4.3
set clk_io_pct 0.2

create_clock -name clk0 -period $clk_period [get_ports {clk}]

set non_clock_inputs [all_inputs -no_clocks]
set_input_delay [expr $clk_period * $clk_io_pct] -clock clk0 $non_clock_inputs
set_output_delay [expr $clk_period * $clk_io_pct] -clock clk0 [all_outputs]
--- design/flow/design.v ---
interface fifo_if(input clk);
  logic [8-1:0] data_in;
  logic rst_n,push,pop;
  logic [8-1:0] data_out;
  logic push_err_on_full,pop_err_on_empty, full,empty;
endinterface
module  fifo  # (parameter DEPTH = 2**4-1 )
               ( input      clk,rst_n,push,pop,
                 input      [8-1:0] data_in,
                 output reg push_err_on_full,pop_err_on_empty,
                 output     full,empty,
                 output reg [8-1:0] data_out);
reg [4-1:0] w_ptr,r_ptr;                                    
reg [8-1:0] mem [0:2**4-1];                        
reg [1:0] wrap_wr,wrap_re; 
assign full = ((wrap_wr != wrap_re ) && (w_ptr==r_ptr))?1'b1:1'b0; 
assign empty= ((wrap_wr == wrap_re ) && (w_ptr==r_ptr)) ?1'b1:1'b0;                                
always @(posedge clk , negedge rst_n )                                    
  begin
     if(!rst_n)
       wrap_wr <= 0;
     else if (w_ptr ==DEPTH)  
      wrap_wr <= wrap_wr+1'b1;
  end
always@(posedge clk , negedge rst_n)                                                
  begin
    if(!rst_n)
        wrap_re <= 0;
    else if (r_ptr ==DEPTH)  
      wrap_re <= wrap_re+1'b1;
end
always @ (posedge clk , negedge rst_n)                                
begin
  if (!rst_n)
    begin
      data_out <= {8{1'b0}};
      w_ptr <= 0;
      r_ptr <= 0;
    end
  else
    begin
       if (push)
         begin 
           if(!full)
              begin
                mem [w_ptr] <= data_in;
                w_ptr <= w_ptr +1'b1;
              end
         end
       else if (pop)
         begin
           if(!empty)  
             begin
               data_out <= mem [r_ptr];
               r_ptr <= r_ptr +1'b1;
             end
         end
    end
end
always @ (posedge clk , negedge rst_n)
begin
  if(!rst_n)
      begin
        push_err_on_full <= 0;
        pop_err_on_empty <= 0;
      end
  else
      begin
        push_err_on_full <= push && full;
        pop_err_on_empty <= pop  && empty;
      end
end
endmodule
--- design/flow/run.sh ---
#!/bin/bash
# OpenROAD 26Q1-2900-gdf79404cd8, Yosys 0.63+post, stock flow scripts
make -C /OpenROAD-flow-scripts/flow DESIGN_CONFIG=/design/flow/config.mk WORK_HOME=/design/flow/orfs finish
==> results.toml <==
# implementation run metrics
[outcome]
status = "finished clean"

[yosys]
avg_cell_area_syn_um2 = 15.0
topCombFamilyByArea = "AND-OR/OR-AND gates"
synth_area_leader_cell = "sky130_fd_sc_hd__edfxtp_1"
synth.top_cells.by_count = "sky130_fd_sc_hd__edfxtp_1, sky130_fd_sc_hd__nand2_1, sky130_fd_sc_hd__nor2_1"
synth_area_um2 = 6050
post_synth_xor_area_fraction_pct = 2.32
synth_async_sr_flop_share_pct = 14.7
fa_ha_area_share_pct = 1.65
synth.yosys.chip_area_um2 = 6050
flop_cell = "sky130_fd_sc_hd__edfxtp_1"
post_synth_num_cell_types = 51
synthCells = 404
yosys_register_bits = 150
edf_count = 128
yosys_warnings = 2
synth_sequential_area_ratio_pct = 72.6
synthTopCellsByArea = "sky130_fd_sc_hd__edfxtp_1, sky130_fd_sc_hd__dfrtp_1, sky130_fd_sc_hd__a22oi_1"
synth.cellmix.compoundShare_pct = 11.2
muxShareOfSynthArea_pct = 1.94
synthMostInstantiatedCell = "sky130_fd_sc_hd__edfxtp_1"
yosys-stat-cells = 404
simple_gate_share_pct = 7.75
synth_top_area_share_pct = 63.5

[cts]
hold_buffers = 0
cts_setup_buffers = 0
cts.root.buffer_cell = "sky130_fd_sc_hd__clkbuf_16"
cts.sinks = 150
cts_resized = 0
ctsLongestPathBuffers = 2
tritoncts = "done"
cts-htree-levels = 4
worst_setup_hold_path_clk_slew_ps = 60
clock.latency.late_pin_ps = 430
cts_buffers = 17

[sta]
hold_viol = 0
layout_setup_ws_ps = 1170
finalCriticalPeriod_ps = 3130
unrepaired_setup_endpoints_after_global_routing = "no"
setup-tns-final_ps = 0
fin_skew_ps = 18.8
timing.max_slew.rel_slack_pct = 41.1
timing_worst_slew_pin_value_ps = 881
final.period_utilization_pct = 72.8
drv_slew = 0
timing.final.setup_violations = 0
timing.fmax_mhz = 319

[floorplanning]
placement_rows = 39
die_height_um = 112
placeableCoreArea_um2 = 11600
floorplan.die.width_um = 112
floorplan.core_util_pct = 52.1
design.portCount = 24
die_area_um2 = 12600

[critical_path]
worstSetupPathType = "reg2out"
crit_arrival_ps = 2270
critical_path_sink_type = "output pin"
setup.reg_to_reg.worst_slack_ps = 1560
worstPathRequired_ps = 3440
timing.critical_path.fanout_max = 35
critical_path.startpoint_type = "register"

[route]
antenna_cells = 0
via_per_inst = 6.17
initialDrtViolationCount = 286
post_drt_wl_per_cell_um = 24.8
drt-pass1-iter-count = 16
wl_um = 14700
post_route_drc = 0
via_count = 3666
postRouteAntennaNets = 0

[global_routing]
grt_use_met1_pct = 41.5
gr-max-usage-layer = "met1"
global_route.usage.met2_pct = 37.1
grt_use_total_pct = 27.1
gr-usage-met3_pct = 15.1
antenna_found_initial = 0
first_global_vias = 3790
grt.overflow.total = 0
largest_net_degree_at_the_start_of_global_routing = 36
grt_first_pass_wirelength_um = 22500

[pwr]
vdd_drop_max_mv = 0.338
static-leakage-power_nw = 2.40
power.density_nw_per_um2 = 701

[placement]
place_inst = 562
port-buffer-count = 23
post-place-ws_ps = 1220
place_hpwl_um = 9430
gp_congestion = 0.898

[final_layout]
final_cell_count_no_fill = 594
drive_gt1_share_pct = 13.3
area_growth_pct = 17.2

[flow_run]
warnings = 31
drv.max_cap_violation_count = 0

[hold_path]
hold_class = "reg2reg"
==> per-layer routing <==
layer	up-vias	routed length, um
met5	-	0
met2	215	6550
met3	21	1900
li1	1647	-
met4	0	380
met1	1783	5870
==> flip-flops by register name, indices dropped and copies added, names as in the netlist <==
signal / cells
mem: 128
data_out: 8
r_ptr: 4
w_ptr: 4
wrap_re: 2
wrap_wr: 2
pop_err_on_empty: 1
push_err_on_full: 1
==> placed cells by master (no fill, tap or decap), types with 3 or more instances in the layout <==
cell type / netlist / layout
sky130_fd_sc_hd__nand3_1: 16 / 16
sky130_fd_sc_hd__o22ai_1: 3 / 3
sky130_fd_sc_hd__mux2_2: 6 / 6
sky130_fd_sc_hd__a221oi_1: 5 / 5
sky130_fd_sc_hd__clkbuf_16: 0 / 17
sky130_fd_sc_hd__nor2_1: 24 / 24
sky130_fd_sc_hd__a31oi_1: 5 / 5
sky130_fd_sc_hd__dfrtp_1: 22 / 22
sky130_fd_sc_hd__a21oi_1: 7 / 7
sky130_fd_sc_hd__inv_6: 0 / 3
sky130_fd_sc_hd__o21ai_0: 8 / 8
sky130_fd_sc_hd__nor3_1: 6 / 6
sky130_fd_sc_hd__mux2i_1: 5 / 5
sky130_fd_sc_hd__inv_1: 10 / 10
sky130_fd_sc_hd__clkinvlp_4: 0 / 3
sky130_fd_sc_hd__o31ai_1: 5 / 5
sky130_fd_sc_hd__bufinv_16: 0 / 4
sky130_fd_sc_hd__a22oi_1: 20 / 20
sky130_fd_sc_hd__buf_4: 0 / 16
sky130_fd_sc_hd__nor2b_1: 5 / 5
sky130_fd_sc_hd__edfxtp_1: 128 / 128
sky130_fd_sc_hd__nand2_1: 25 / 25
sky130_fd_sc_hd__ha_1: 8 / 8
sky130_fd_sc_hd__and2_1: 4 / 4
sky130_fd_sc_hd__nand4_1: 3 / 3
sky130_fd_sc_hd__clkdlybuf4s50_1: 0 / 23
sky130_fd_sc_hd__o211ai_1: 4 / 4
sky130_fd_sc_hd__a32oi_1: 3 / 3
sky130_fd_sc_hd__xnor2_1: 14 / 14
sky130_fd_sc_hd__a222oi_1: 8 / 8
sky130_fd_sc_hd__o2111ai_1: 3 / 3
sky130_fd_sc_hd__clkinv_4: 0 / 3
==> worst max-delay path, cell delays in order, from the launching register on <==
cell and delay [ps]:
sky130_fd_sc_hd__dfrtp_1 320, sky130_fd_sc_hd__buf_4 390, sky130_fd_sc_hd__xnor2_1 170, sky130_fd_sc_hd__nand4_1 260
sky130_fd_sc_hd__nor2_1 210, sky130_fd_sc_hd__clkdlybuf4s50_1 480
==> path summary, 6_finish.rpt <==
check | startpoint | endpoint | cells past startpoint
setup / recovery | r_ptr[2]$_DFFE_PN0P_ | empty | 5
hold / removal | data_out[0]$_DFFE_PN0P_ | data_out[0]$_DFFE_PN0P_ | 2
setup reg to reg | r_ptr[2]$_DFFE_PN0P_ | mem[10][5]$_DFFE_PP_ | 6
hold reg to reg | data_out[0]$_DFFE_PN0P_ | data_out[0]$_DFFE_PN0P_ | 2
max in group asynchronous | rst_n | data_out[2]$_DFFE_PN0P_ | 2
min in group asynchronous | rst_n | wrap_wr[0]$_DFFE_PN0N_ | 1
==> through the flow <==
step | utilization (%) | power (mW) | area, um2 | hold slack [ps]
2_1_floorplan | - | 2.88 | 6050 | 424
3_3_place_gp | 55.7 | 3.42 | 6460 | 463
3_5_place_dp | 55.7 | 3.42 | 6460 | 466
4_1_cts | 61.1 | 4.99 | 7090 | 479
5_1_grt | 61.1 | 5.20 | 7090 | 497
6_report | 61.1 | 4.98 | 7090 | 473
==> cells by family (layout without fill, tap and decap cells) <==
family | count (synthesis) | count (layout)
AND-OR/OR-AND | 89 | 89
XOR/XNOR | 16 | 16
adder cells (fa/ha/maj) | 8 | 8
buffers and inverters | 34 | 81
flip-flops | 150 | 150
multiplexers | 11 | 11
AND/OR/NAND/NOR | 96 | 96
==> cell type report <==
class,instances,area (um2)
clock inverters,15,203
clock buffers,17,425
multi-input cells,220,1500
fillers,851,4520
repair buffers,39,350
flip-flops and latches,150,4390
well taps,143,179
inverters,10,37.5
==> report_power, final <==
part,leakage [nW],internal [mW],switching [mW]
registers,1.42,1.75,0.116
clock network,0.296,0.974,0.582
logic,0.686,0.597,0.962
total,2.40,3.32,1.66
Power is estimated from default activity; no workload was simulated.
